==> flow/design.v <==
`timescale 1ns/1ps
`default_nettype none
module CSADD(clk, rst, x, y, sum);
    input clk, rst;
    input x, y;
    output reg sum;
    reg sc;
    wire hsum1, hco1;
    assign hsum1 = y ^ sc;
    assign hco1 = y & sc;
    wire hsum2, hco2;
    assign hsum2 = x ^ hsum1;
    assign hco2 = x & hsum1;
    always @(posedge clk or posedge rst) begin
        if (rst) begin
            sum <= 1'b0;
            sc <= 1'b0;
        end
        else begin
            sum <= hsum2;
            sc <= hco1 ^ hco2;
        end
    end
endmodule
`timescale 1ns/1ps
`default_nettype none
module SPM(clk, rst, X, y, p);
    parameter SIZE = 32;
    input clk, rst;
    input y;
    input[SIZE-1 : 0] X;
    output p;
    wire[SIZE-1 : 1] pp;
    wire[SIZE-1 : 0] xy;
    genvar i;
    CSADD csa0 (.clk(clk), .rst(rst), .x(X[0]&y), .y(pp[1]), .sum(p));
    generate 
        for(i=1; i<SIZE-1; i=i+1) begin
            CSADD csa (.clk(clk), .rst(rst), .x(X[i]&y), .y(pp[i+1]), .sum(pp[i]));
        end 
    endgenerate
    TCMP tcmp (.clk(clk), .rst(rst), .a(X[SIZE-1]&y), .s(pp[SIZE-1]));
endmodule
`timescale 1ns/1ps
`default_nettype none
module TCMP(clk, rst, a, s);
    input clk, rst;
    input a;
    output reg s;
    reg z;
    always @(posedge clk or posedge rst) begin
        if (rst) begin
            s <= 1'b0;
            z <= 1'b0;
        end
        else begin
            z <= a | z;
            s <= a ^ z;
        end
    end
endmodule
==> flow/run.sh <==
#!/bin/bash
# OpenROAD 26Q1-2900-gdf79404cd8, Yosys 0.63+post, stock flow scripts
make -C /OpenROAD-flow-scripts/flow DESIGN_CONFIG=/design/flow/config.mk WORK_HOME=/design/flow/orfs finish
==> flow/config.mk <==
export PLATFORM = sky130hd
export DESIGN_NAME = SPM
export DESIGN_NICKNAME = SPM
export VERILOG_FILES = /design/flow/design.v
export SDC_FILE = /design/flow/constraint.sdc
export NUM_CORES = 4
export LEC_CHECK = 1
export CORE_UTILIZATION = 40
==> flow/constraint.sdc <==
current_design SPM

set clk_period 1.6
set clk_io_pct 0.2

create_clock -name clk0 -period $clk_period [get_ports {clk}]

set non_clock_inputs [all_inputs -no_clocks]
set_input_delay [expr $clk_period * $clk_io_pct] -clock clk0 $non_clock_inputs
set_output_delay [expr $clk_period * $clk_io_pct] -clock clk0 [all_outputs]
==> results.ini <==
[critical_path]
critical-path-top-delay-family=buffers and inverters
timing.critical_path.to_type=register
critical_path.max_fanout=32
worst-path-buf-inv=2
startpoint_of_the_lowest_slack_register_to_register_path=genblk1[4].csa.sc
longest_individual_stage_delay_on_the_worst_path_ns=0.49
timing.reg2reg.worst_path_depth=1
worst_r2r_endpoint=genblk1[4].csa.sum
cp_data_arrival_time_ns=1.59
worst_path_required_time_ns=1.78
slowest_stage=fa_1
worst_setup_sp_type=input port
worst_setup_path_startpoint=y
worst_setup_path_class=input port to register
cp_cell_sequence=clkdlybuf4s50_1 > buf_12 > and2_1 > fa_1
register_to_register_setup_slack_ns=0.60

[min_path]
min-delay-path-class=input port to async pin

[global_route]
largest_net_degree_at_the_start_of_global_routing=33
global_route.overflow_total=0
grt_pass1_wl_mm=5.89
via_count_of_the_first_global_routing_pass=1329
antenna_found_initial=0
grt_util_all_layers_pct=13.0

[placement]
placedInstanceArea_sq_mm=0.00297
dp_hpwl_mm=2.22
numPortBuffers=35
dpl_worst_slack_ns=-0.144
global_placer_s_final_weighted_congestion=0.712

[final_layout]
final_util_pct=54.1
drive_gt1_share_pct=10.2
final_area_sq_mm=0.00320
areaGrowthSynthToFinish_pct=30.3

[cts]
cts.repair_timing.setup_buffer_count=0
cts_root_buffer=clkbuf_8
cts_repair_resize_count=0
htree_levels=3
cts.hold.buffers_added=0
cts_inserted_buffers=9
tritoncts_clock_tree=done
cts_buffer_depth=2
cts_num_sinks=64
insertion_delay_ns=0.32
worst_setup_hold_path_clk_slew_ns=0.07

[logic_synthesis]
yosysWarningCount=2
synth_stat.cells=134
post_synth_instance_area_sq_mm=0.00246
post_synth.cell_area_avg_sq_um=18.3
post_synthesis_sequential_area_ratio_pct=65.1
netlist-cell-type-count=8
total_cell_area_reported_by_yosys_after_synthesis_sq_mm=0.00246
synth-seq-cells=64
synthesis.instances=134

[flow_run]
max-cap-violations=0
tool_warnings=25

[sta]
setup_ws_ns=0.189
worstMarginPinSlew_ns=0.419
rsz0062_at_grt=no
fmax_mhz=709
final-max-slew-violation-count=0
final-setup-viol-count=0
finalCritPeriodShare_pct=88.2
slew_headroom_pct=72.0
hold_violations=0
layout_min_cycle_time_ns=1.41
skew_ns=0.00753

[route]
route.antenna.remaining_nets=0
drcViolationCount=0
detail_route.wirelength_mm=3.15
detailedRoute.firstPassIterationCount=2
drt-wirelength-per-cell_microns=12.1
detail_route.iter0.violations=55
vias_per_cell=4.31
ant_cells=0
routed-via-count=1126

[pwr]
power_per_cell_area_mw_per_mm2=1600
leakagePower_nw=1.44
power.ir.vdd_worst_mv=0.868
report.power.total_mw=5.12

[floorplan]
fp-utilization_pct=41.5
die-area_sq_mm=0.00646
dieWidth_microns=80.4
floorplan.rows=28
placeableCoreArea_sq_mm=0.00592
floorplan.io_pins=36
fp.dieH_microns=80.4

[status]
run_status=complete, no violations

registers in the layout (all words and copies together), names as in the netlist:
| name | flops |
|---|---|
| genblk1.csa.sum | 30 |
| tcmp.s | 1 |
| tcmp.z | 1 |
| csa0.sum | 1 |
| csa0.sc | 1 |
| genblk1.csa.sc | 30 |
through the flow:
stage / setup TNS, ns / std cells / hold slack (ns)
after detailed placement: -5.21 / 245 / 0.505
after global routing: 0 / 261 / 0.349
after floorplan: 0 / 134 / 0.451
final: 0 / 261 / 0.347
after global placement: -4.32 / 245 / 0.501
after CTS: 0 / 261 / 0.344
report_power, final:
group / switching (mW) / internal (mW)
Sequential: 0.377 / 2.38
Clock: 0.547 / 1.01
Combinational: 0.345 / 0.463
Total: 1.27 / 3.85
layer usage:
metal	up-vias	routed length [microns]	GRT usage [%]
met5	-	0	0
met4	0	29	1.25
met3	4	243	5.19
met2	35	1540	20.1
met1	592	1330	19.3
li1	495	-	-
cell type report:
class                           instances  area [sq um]
Clock buffer                           14           173
Clock inverter                          2          60.1
Fill cell                             453          2720
Inverter                                3          15.0
Multi-Input combinational cell         64           831
Sequential cell                        64          1600
Tap cell                               75          93.8
Timing Repair Buffer                   39           430
layout by cell type (no fill, tap or decap):
master and n:
dfrtp_1 64, clkdlybuf4s50_1 35, and2_1 31, fa_1 31
clkbuf_8 12, buf_12 4, inv_1 2, clkbuf_1 2
bufinv_16 2, nand2_1 1, clkinvlp_4 1, ha_1 1
logic make-up after synthesis:
| logic type | count (synthesis) | synth area share, % |
|---|---|---|
| adders and majority gates | 32 | 25.8 |
| DFF | 64 | 65.1 |
| buffers and inverters | 6 | 1.07 |
| and+or+nand+nor | 32 | 8.04 |
worst max-delay path by stage:
| stage | cells past startpoint | to |
|---|---|---|
| 5_1_grt | 1 | p |
| 4_1_cts | 1 | p |
| 6_report | 4 | genblk1[18].csa.sum |
synth_stat cells:
cell | instances | area share, %
inv_1 | 3 | 0.46
fa_1 | 31 | 25
ha_1 | 1 | 0.51
and2_1 | 31 | 7.9
buf_2 | 1 | 0.20
dfrtp_1 | 64 | 65
clkbuf_2 | 2 | 0.41
nand2_1 | 1 | 0.15
